`run.sh`:
```
#!/bin/bash
# OpenROAD 26Q1-2900-gdf79404cd8, Yosys 0.63+post, stock flow scripts
make -C /OpenROAD-flow-scripts/flow DESIGN_CONFIG=/design/flow/config.mk WORK_HOME=/design/flow/orfs finish
```
`config.mk`:
```
export PLATFORM = sky130hd
export DESIGN_NAME = apes_dac1
export DESIGN_NICKNAME = apes_dac1
export VERILOG_FILES = /design/flow/design.v
export SDC_FILE = /design/flow/constraint.sdc
export NUM_CORES = 4
export LEC_CHECK = 1
export CORE_AREA = 10 10 99 99
export DIE_AREA = 0 0 109 109
```
`design.v`:
```
`timescale 1 ns / 100 ps
module apes_dac1 #(
  parameter select = 0)
( clk50, rst_n, dac_rst,
  regw_pls, Lcla, Lcld, 
  Dac_clk, Dac_dat, CTRL_ENn, 
  dac_reg, pa_sm_dac_out);
input         clk50;                    
input         rst_n;                    
input         dac_rst;                  
input         regw_pls;                 
input  [ 8:0] Lcla;                     
input  [31:0] Lcld;                     
output        Dac_clk;                  
output        Dac_dat;                  
output        CTRL_ENn;                 
output [ 1:0] pa_sm_dac_out;
output [31:0] dac_reg;                  
reg    [ 5:0] pa_cnt_dclk;    
reg    [ 1:0] pa_sm_dac;      
reg           pa_dac_init;    
reg    [14:0] pa_dac_shft;    
reg           dac_en_n;       
reg    [ 3:0] pa_cnt_shft;    
always @(posedge clk50 or negedge rst_n) 
 if (!rst_n) 
 begin
  pa_cnt_dclk <= 6'b0;                         
  pa_sm_dac   <= 2'b00;
  pa_dac_init <= 1'b1;
  pa_dac_shft <= 16'h04D9;
  dac_en_n <= 1'b1;
  pa_cnt_shft <= 4'h0;
  end 
  else 
  begin                                   
  pa_cnt_dclk <= pa_cnt_dclk + 1'b1;                 
  case (pa_sm_dac)                                
    2'b00: begin                                     
      if (pa_dac_init)                            
        pa_sm_dac[0] <= 1'b1;                        
      else if (dac_rst)                           
        pa_dac_init <= 1'b1;                         
      else if (regw_pls &&                        
          Lcla==9'h008 && Lcld[15:12] == select) begin
        pa_dac_shft <= {3'b000, Lcld[11:0]};         
        pa_sm_dac[0] <= 1'b1;                        
      end
    end
    2'b01: begin                                     
      if (!pa_cnt_dclk[5] & &pa_cnt_dclk[4:0]) begin  
        dac_en_n <= 1'b0;                         
        pa_sm_dac[1] <= 1'b1;                        
      end
    end
    2'b11: begin                                     
      if (!pa_cnt_dclk[5] & &pa_cnt_dclk[4:0]) begin  
        if (|pa_cnt_shft)                         
          pa_dac_shft <= {pa_dac_shft[13:0], 1'b0};  
        if (&pa_cnt_shft) begin                   
          dac_en_n   <= 1'b1;                     
          pa_sm_dac[0]  <= 1'b0;                     
        end
        pa_cnt_shft <= pa_cnt_shft + 1'b1;           
      end
    end
    2'b10: begin                                     
      if (!dac_rst) begin                         
        pa_dac_init <= 1'b0;                         
        if (!pa_dac_init)                         
          pa_sm_dac[1] <= 1'b0;                      
      end
    end
  endcase
end
assign
  dac_reg = {|pa_sm_dac, 3'b000, 4'h0, 8'h00,         
              4'h0, pa_dac_shft[11:0]};
assign #10
  Dac_clk       = pa_cnt_dclk[5],              
  Dac_dat       = pa_dac_shft[14],             
  CTRL_ENn      = dac_en_n,                   
  pa_sm_dac_out = pa_sm_dac;
endmodule
```
`constraint.sdc`:
```
current_design apes_dac1

set clk_period 3.5
set clk_io_pct 0.2

create_clock -name clk0 -period $clk_period [get_ports {clk50}]

set non_clock_inputs [all_inputs -no_clocks]
set_input_delay [expr $clk_period * $clk_io_pct] -clock clk0 $non_clock_inputs
set_output_delay [expr $clk_period * $clk_io_pct] -clock clk0 [all_outputs]
```
==> impl_metrics.yaml <==
# physical design summary
critical_path:
  criticalPathCategory: "in2reg"
  required_ns: 3.66
  path_max_fanout: 15
  cp-start-kind: "input pin"
  r2r_setup_slack_ns: 1.21
  r2r-end: "pa_dac_shft[1]"
  startpoint: "Lcla[1]"
  critPathCapture: "pa_dac_shft[1]"
  rr_startpoint: "pa_cnt_dclk[0]"
  arrival_ns: 2.61
  r2r_cells: 7
  setup.worst_path.end_class: "flip-flop"
synth:
  ys_seq_frac: 0.427
  synthTopCellsByArea: "dfrtp_1 31%, buf_4 14%, dfstp_2 12%, mux2_2 9.8%, mux2_4 5.2%"
  edf_count: 0
  post-synth-top-area-cell: "dfrtp_1"
  async_reset_ff_frac: 1.00
  syn-cell-area_um2: 1720
  avgSynthCellArea_um2: 11.4
  ys_types: 32
  ys_ff: 29
  syn_inst: 151
  yosys_warnings: 1
  flop_cell: "dfrtp_1"
  ys_chip_area_um2: 1720
  ys_cells: 151
  top_area_frac: 0.305
finish:
  syn_to_final_growth_pct: 29.5
  postLayoutCoreUtil: 0.289
  layout-drive-gt1-share: 0.228
  final_common_cell: "clkdlybuf4s50_1"
  mostFrequentLayoutCells: "46 x clkdlybuf4s50_1, 21 x dfrtp_1, 19 x conb_1"
hold_path:
  hold_class: "reg2reg"
grt:
  antenna_found_initial: 0
  grt_pass1_wl_um: 5490
  grt_start_max_net_pins: 30
  grt_pass1_vias: 1087
  overflow: 0
  gr-usage-all-layers: 0.0576
clocking:
  clockBufferDepth: 2
  cts_root_buf: "clkbuf_8"
  cts_tree: "yes"
  cts.clk_slew.worst_paths_ns: 0.06
  ctsHtreeMaxLevel: 2
  postCtsSetupBuffers: 0
  clkLatencyLatePin_ns: 0.28
  clkSinkCount: 29
  holdBufCountCts: 0
  cts_inserted_buffers: 5
  cts_resized: 0
placement:
  io_buffers: 46
  dp.final_hpwl_um: 2810
  gp_congestion: 0.771
drt:
  vias: 1093
  wl_um: 3570
  diodes: 0
  dr.pass1.iters: 2
  detail_route.wl_per_cell_um: 12.3
  drt_iter0_drc: 22
  drc: 0
  viasPerCell: 3.76
  ant_nets: 0
timing:
  fin_crit_sh: 0.700
  max_slew_margin: 0.593
  final_hold_viol_count: 0
  worst_pin_slew_ns: 0.609
  min_period_ns: 2.45
  drv_slew: 0
  rsz0062_at_grt: "false"
  finClkSkew_ns: 0.00607
  fin_setup_tns_ns: 0
  fmax_mhz: 408
  finalSetupViolations: 0
pwr:
  peakVddDrop_uv: 122
  pwr_density_cell_nw_per_um2: 331
  p_leak_uw: 0.000985
flow_run:
  warning_count: 42
  cap_violations: 0
run_status:
  status: "completed"
die:
  rows: 32
  die_y_um: 109
  core_area_um2: 7730
  dieWidth_um: 109
  die-area_um2: 11900
  num_io_pins: 82
  fp_util: 0.223
[synthesized netlist by cell type (2+ instances only)]
cell type / n
a21oi_1: 2
and3_1: 3
buf_4: 31
buf_6: 3
dfrtp_1: 21
dfstp_2: 8
ha_1: 4
inv_1: 8
mux2_2: 15
mux2_4: 6
nand2_1: 10
nand3_1: 3
nand4_1: 2
nor2_1: 4
nor4b_1: 2
o21ai_0: 9
xnor2_1: 5
[per-layer routing]
layer | track usage | part of all wire
met1 | 0.0725 | 0.40
met2 | 0.0968 | 0.52
met3 | 0.0185 | 0.065
met4 | 0.00847 | 0.015
met5 | 0 | 0
[stage by stage]
stage / total power [uW] / instance area (um2) / worst slack, ns / std cells / hold WS [ns]
2_1_floorplan: 363 / 1790 / 1.51 / 169 / 0.404
3_3_place_gp: 391 / 2110 / 0.723 / 283 / 0.461
3_5_place_dp: 391 / 2110 / 0.703 / 283 / 0.467
4_1_cts: 753 / 2230 / 0.991 / 291 / 0.477
5_1_grt: 770 / 2230 / 0.866 / 291 / 0.503
6_report: 739 / 2230 / 1.05 / 291 / 0.472
[logic make-up after synthesis]
logic type,after synthesis,share of synthesized area
mux,22,0.156
xor+xnor,6,0.0305
buf+inv,44,0.177
compound gates,16,0.0719
flops,29,0.427
simple gates,29,0.106
other cells,1,0.00218
fa+ha+maj,4,0.0290
[power by group]
part | total [uW] | switching (uW) | internal (uW)
sequential | 338 | 0.647 | 337
clock | 355 | 123 | 232
combinational | 45.7 | 13.8 | 31.9
[state kept, by name, summed over array words and instances (netlist names)]
signal,count
pa_sm_dac,2
pa_cnt_dclk,6
pa_dac_shft,15
pa_dac_init,1
pa_cnt_shft,4
dac_en_n,1
[critical path: stages]
cell and delay (ns):
clkdlybuf4s50_1 0.40, nor4b_1 0.31, nand4_1 0.25, a2bb2oi_4 0.54
mux2_2 0.40
[cell type report]
type                            instances  area [um2]
Inverter                                9        33.8
Fill cell                             797        5500
Clock inverter                          1        30.0
Tap cell                              102         128
Clock buffer                            7        86.3
Timing Repair Buffer                   47         468
Sequential cell                        29         736
Multi-Input combinational cell         96         749
[how the worst min path moves through the flow]
stage                 cells past startpoint      startpoint             end
final                                     1  pa_cnt_dclk[0]  pa_cnt_dclk[0]
after global routing                      1  pa_cnt_dclk[0]  pa_cnt_dclk[0]
after CTS                                 1  pa_cnt_dclk[0]  pa_cnt_dclk[0]
No activity file was given, so power comes from the tool's default toggle rates.
